[./design.v]
module divider(A,B,Result);
input [31:0] A;
input [31:0] B;
output [31:0] Result;
reg [31:0] Result = 0;
reg [31:0] a1,b1;
reg [32:0] p1;
integer i;
always@ (A or B)
begin
	a1 = A;
	b1 = B;
	p1 = 0;
	for(i=0;i<32;i=i+1)
	begin
		p1 = {p1[30:0],a1[31]};
		a1[31:1] = a1[30:0];
		p1 = p1-b1;
		if(p1[31]==1'b1)
		begin
			a1[0] = 1'b0;
			p1 = p1+b1;
		end
		else
			a1[0] = 1'b1;
	end
	Result = a1;
end
endmodule 
[./run.sh]
#!/bin/bash
# OpenROAD 26Q1-2900-gdf79404cd8, Yosys 0.63+post, stock flow scripts
make -C /OpenROAD-flow-scripts/flow DESIGN_CONFIG=/design/flow/config.mk WORK_HOME=/design/flow/orfs finish
[./config.mk]
export PLATFORM = sky130hd
export DESIGN_NAME = divider
export DESIGN_NICKNAME = divider
export VERILOG_FILES = /design/flow/design.v
export SDC_FILE = /design/flow/constraint.sdc
export NUM_CORES = 4
export LEC_CHECK = 1
export CORE_UTILIZATION = 30
[./constraint.sdc]
current_design divider

set clk_period 533.2
set clk_io_pct 0.2

create_clock -name clk0 -period $clk_period

set non_clock_inputs [all_inputs -no_clocks]
set_input_delay [expr $clk_period * $clk_io_pct] -clock clk0 $non_clock_inputs
set_output_delay [expr $clk_period * $clk_io_pct] -clock clk0 [all_outputs]
==> out/qor.yml <==
floorplanning:
  die_h_um: 547
  chip_area_mm2: 0.299
  core.rowCount: 199
  initial_core_util_pct: 30.2
  chipWidth_um: 547
  pin_count: 96
  core-area_mm2: 0.295
layout:
  drive_above_1_share_pct: 3.37
  n_clock_buffer: 0
  seq_cells: 0
  fillerInstances: 31400
  seq_area_um2: 0
  logic_area_mm2: 0.0847
  area_delta_synth_final_pct: 7.50
yosys:
  synth_area_mm2: 0.0890
  yosys_area_mm2: 0.0890
  synth_cells: 13000
  top_cells_by_area: "ha_1 28%, xnor2_1 11%, a21oi_1 7.9%, o21ai_0 7.2%, nor2_1 5.3%"
  yosysUniqueCellTypes: 102
  avgSynthCellArea_um2: 6.83
  ys_cells: 13000
  yosys.area.top_type: "ha_1"
  ys_seq_share_pct: 0
  yosys.area.top_type_share_pct: 27.6
  top_cell: "ha_1"
  top_cells_by_count: "1960 x ha_1, 1398 x a21oi_1, 1281 x o21ai_0"
  yosysWarnings: 1
final_timing:
  clock.fmax_mhz: 2.57
  final_hold_viol_count: 0
  setup_viol: 0
  final.setup.worst_slack_ns: 143.37
  timing.hold.ws_ns: 214.95
  rsz0062_at_grt: "no"
  worst_pin_slew_ns: 1.26
  period_needed_ns: 389.83
  slew_headroom_pct: 15.7
  finalSetupTns_ns: 0
  layout_worst_path_cycle_share_pct: 73.1
  maxSlewViolCount: 0
placement:
  dp_slack_ns: 146.09
  portBuffers: 96
  routabilityCongestion: 0.978
  place_hpwl_um: 249000
critical_path:
  crit_path_start_kind: "primary input"
  crit_type: "in -> out"
  critPathMaxStageDelay_ns: 0.78
  cp_data_required_time_ns: 426.56
  cp_slowest_cell: "o41ai_1"
  crit_arrival_ns: 283.19
  crit_top_cell: "o21ai_0"
  path_max_fanout: 61
  end_kind: "output port"
job:
  cap_viol_max_count: 0
  warnings: 169
routing:
  drcViolationCount: 0
  wire_per_inst_um: 18.0
  firstDrtPassIters: 6
  vias: 89700
  drtAntennaViolNets: 0
  viasPerCell: 5.26
  totalWireLength_um: 307000
  dr.first_iter.drc_count: 6320
global_route:
  grt_max_degree: 62
  grt_use_total_pct: 20.3
  antenna_found_initial: 15
  grt_pass1_vias: 80000
  grt-ovfl-total: 0
  grt_pass1_wl_um: 466000
clock_tree:
  postCtsHoldBufs: 0
  cts_resized: 0
  cts_setup_buffers: 0
power_and_ir_drop:
  intPower_mw: 711
  pwr_density_cell_mw_per_mm2: 16900
  p_sw_share_pct: 56.2
  leakage_nw: 44.8
  irDropWorstVdd_v: 0.00554
  p_sw_mw: 911
hold_path:
  hold_class: "in -> out"
run_status:
  outcome: "complete, no violations"
## area by class of cell
class              instances  share of cell area, %
repair buffers           281                   2.39
multi-input cells      11800                   88.5
diodes                    10                 0.0262
well taps               3919                   5.13
inverters               1000                   3.93
## through the flow
stage,area [µm²],power [mW],utilization (%),instances
after floorplan,89000,1880,-,13000
after global placement,95600,1620,32.5,17000
after detailed placement,95600,1640,32.5,17000
after CTS,95600,1640,32.5,17000
after global routing,95600,1650,32.5,17000
final,95700,1620,32.5,17000
## path summary, 6_finish.rpt
kind / startpoint / end / depth (start not counted)
setup / recovery: A[31] / Result[0] / 877
hold / removal: B[31] / Result[0] / 7
## critical path, delay by kind of cell
kind                       cells  cell delay (ns)
adders and majority gates     36            10.68
AOI/OAI and AO/OA            567           109.03
muxes                          2             0.46
xor gates and xnor gates      76            20.14
buffers and inverters         33            11.65
and+or+nand+nor              163            23.89
## layout by cell type (no fill, tap or decap), drive strengths merged, types with 62 or more instances in the layout
cell,count
nand2b,237
a31oi,70
ha,1960
mux2,88
nor3,236
o21a,198
o21bai,197
inv,996
buf,217
xnor2,1095
a21o,428
and3,90
a21oi,1398
or3,86
nand3,181
and2,66
fa,66
xor2,427
nor2,1260
o21ai,1283
a21boi,309
clkdlybuf4s50,64
nor2b,216
o31ai,176
nand4,62
nand2,1172
## cells by family (layout without fill, tap and decap cells)
family	Yosys count	after routing	share of synthesized area, %
buffers and inverters	1196	1281	5.07
other	0	10	0
AND/OR/NAND/NOR	3752	3752	19.2
XOR/XNOR	1522	1522	15.0
AND-OR/OR-AND	4417	4417	30.2
multiplexers	116	116	1.46
adder cells (fa/ha/maj)	2026	2026	29.0
## routing by layer
metal / part of all wire, % / GRT usage [%]
met1: 49 / 30.4
met2: 39 / 29.8
met3: 8.3 / 3.40
met4: 3.5 / 5.63
met5: 0.046 / 0
Power figures rest on the tool's default switching activity, not on a simulated workload.
