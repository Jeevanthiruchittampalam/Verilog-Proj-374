==> ./design.v <==
module multiplier_ALU(input signed [31:0] a, b, output[32*2-1:0] z);
	reg [2:0] cc[(32 / 2) - 1:0];
	reg [32:0] pp[(32 / 2) - 1:0];
	reg[32*2-1:0] spp[(32 / 2) - 1:0];
	reg [32*2-1:0] product;
	integer j,i;
	wire [32:0] inv_a;
	assign inv_a = {~a[31], ~a} +1;
	always @ (a or b or inv_a) 
	begin
		cc[0] = {b[1], b[0], 1'b0};
		for (j=1; j < (32/2); j = j+1)
			cc[j] = {b[2*j+1], b[2*j], b[2*j-1]};
		for (j=0; j < (32/2); j = j+1) 
		begin	
			case(cc[j])
				3'b001 : pp[j] = {a[32-1], a}; 
				3'b010 : pp[j] = {a[32-1], a};
				3'b011 : pp[j] = {a, 1'b0};
				3'b100 : pp[j] = {inv_a[32-1:0], 1'b0};
				3'b101 : pp[j] = inv_a; 
				3'b110 : pp[j] = inv_a;
				default : pp[j] = 0;
			endcase
			spp[j] = $signed(pp[j]);
			for (i=0 ; i<j ; i = i + 1)
				spp[j] = {spp[j], 2'b00};
		end
		product = spp[0];
		for (j=1; j < (32/2); j = j+1)
			product = product + spp[j];
	end
	assign z = product;	
endmodule
==> ./run.sh <==
#!/bin/bash
# OpenROAD 26Q1-2900-gdf79404cd8, Yosys 0.63+post, stock flow scripts
make -C /OpenROAD-flow-scripts/flow DESIGN_CONFIG=/design/flow/config.mk WORK_HOME=/design/flow/orfs finish
==> ./config.mk <==
export PLATFORM = sky130hd
export DESIGN_NAME = multiplier_ALU
export DESIGN_NICKNAME = multiplier_ALU
export VERILOG_FILES = /design/flow/design.v
export SDC_FILE = /design/flow/constraint.sdc
export NUM_CORES = 4
export LEC_CHECK = 1
export CORE_UTILIZATION = 40
==> ./constraint.sdc <==
current_design multiplier_ALU

set clk_period 46.5
set clk_io_pct 0.2

create_clock -name clk0 -period $clk_period

set non_clock_inputs [all_inputs -no_clocks]
set_input_delay [expr $clk_period * $clk_io_pct] -clock clk0 $non_clock_inputs
set_output_delay [expr $clk_period * $clk_io_pct] -clock clk0 [all_outputs]
==> flow_summary_export.csv <==
group,metric,value,unit
power,ir_worst_vdd,0.0004748,V
yosys,ys_area,36870,um^2
final_timing,fin_crit,31.72,ns
power,p_sw_frac,0.5271,
setup_path,path_class,"in -> out",
yosys,largest_area_cell,"fa_1",
final_timing,hold_ws,19.88,ns
setup_path,worst-path-max-fanout,28,
final_timing,worstMarginPinSlew,1.325,ns
global_route,antenna_found_initial,23,
final_timing,maxSlewViolCount,0,
route,drc,0,
run,log.warning_count,32,
setup_path,cp_slowest_stage_delay,1.02,ns
placed_design,port_buffers,128,
setup_path,critPathLaunchType,"primary input",
setup_path,crit_required,37.20,ns
route,wl_met3,44850,um
global_route,track_usage,0.5127,
route,firstDrtPassIters,7,
power,switching_power,0.005857,W
run,max_cap_violations,0,
clocking,post_cts_buffers,0,
power,p_int,0.005256,W
route,wl_met1,81600,um
yosys,ys_cells,5202,
floorplan,core,90700,um^2
final_timing,totalNegativeSetupSlack,0,ns
route,final_antenna_net_count,0,
status,status,"finished, final reports clean",
final_timing,grt_setup_unrepaired,"no",
floorplan,fp_util,0.4065,
power,p_per_area,281.0,nW/um^2
route,avgRoutedWirePerCell,37.45,um
route,vias_per_cell,6.944,
route,dr_total_vias,43274,
layout,lay_top_cells,"nand2_1, inv_1, fa_1",
floorplan,fp.dieH,305.6,um
route,routed_wl,233400,um
layout,fillers,9178,
global_route,gr-total-overflow,0,
final_timing,hold_violations,0,
yosys,ys_types,72,
route,wl_met2,86720,um
global_route,grt_pass1_vias,41161,
layout,areaGrowthSynthToFinish,7.255,%
yosys,post_synth_inst_count,5202,
power,cellLeakagePower,17.38,nW
clocking,post_cts_resized,0,
final_timing,relSlewSlack,0.1076,
global_route,grt_max_degree,62,
layout,flop_area,0,um^2
clocking,ctsHoldBuffers,0,
final_timing,min_period_over_period,0.6822,
yosys,topCellsByArea,"fa_1, o21ai_0, nand2_1",
yosys,netlist_area,36870,um^2
yosys,ys_seq_frac,0,
placed_design,globalplace.congestion,1.175,
setup_path,cp-end-kind,"output port",
placed_design,hpwl,171200,um
yosys,syn_avg_cell_area,7.088,um^2
floorplan,rows,110,
setup_path,slowest_stage,"o21ai_0",
final_timing,fmax,0.03153,GHz
route,highest_layer,"met5",
layout,flops,0,
setup_path,critPathArrivalTime,22.42,ns
yosys,top_cell_area_share,0.2807,
min_path,hold_path.class,"in -> out",
floorplan,die_x,305.6,um
yosys,ys_warn_count,4,
final_timing,finalSetupViolations,0,
layout,clkbuf_count,0,
layout,lay_top_count,"nand2_1",
global_route,grt_pass1_wl,323100,um
floorplan,ios,128,
layout,drive_above_1_share,0.08118,
floorplan,die_area,93400,um^2
route,dr.first_iter.drc_count,6714,
through the flow:
| step | cell area (um^2) | total power, W | util | setup slack, ns | instances |
|---|---|---|---|---|---|
| final | 39550 | 0.01111 | 0.4360 | 14.78 | 6232 |
| after global routing | 39520 | 0.01225 | 0.4357 | 14.48 | 6221 |
| after CTS | 39500 | 0.01098 | 0.4355 | 15.35 | 6213 |
| after detailed placement | 39500 | 0.01092 | 0.4355 | 15.38 | 6213 |
| after global placement | 39500 | 0.01095 | 0.4355 | 15.49 | 6213 |
| after floorplan | 36870 | 0.006020 | - | 19.48 | 5202 |
cells in the mapped netlist, drive strengths merged, types with 95 or more instances:
cell type / n
a22oi: 128
xor2: 128
a221oi: 152
o21ai: 487
nor2: 477
a21oi: 380
fa: 517
buf: 95
ha: 129
nand2: 566
xnor2: 216
clkbuf: 465
inv: 554
cells by family (layout without fill, tap and decap cells):
logic type	count (synthesis)	in the layout	synth area share
AOI/OAI and AO/OA	1729	1729	0.3102
xor gates and xnor gates	344	344	0.08222
adders and majority gates	646	646	0.3245
buffers and inverters	1117	953	0.1149
muxes	76	76	0.02070
other	0	18	0
and+or+nand+nor	1290	1290	0.1475
path summary, 6_finish.rpt:
| path | from | endpoint | slack, ns | cells after the start |
|---|---|---|---|---|
| setup / recovery | a[0] | z[61] | 14.78 | 35 |
| hold / removal | a[0] | z[0] | 19.88 | 4 |
critical path: cells and delay by family:
family | cells | cell delay, ns
compound gates | 5 | 2.17
xor+xnor | 2 | 0.98
fa+ha+maj | 8 | 3.62
buf+inv | 12 | 3.18
simple gates | 8 | 3.07
per-layer routing:
layer | track usage | vias up
met5 | 0.08372 | -
met4 | 0.3029 | 42
met1 | 0.6317 | 20774
li1 | - | 17522
met3 | 0.3559 | 1023
met2 | 0.6438 | 3913
area by class of cell:
| class | count | area (um^2) | area share |
|---|---|---|---|
| inverter | 557 | 2091 | 0.05287 |
| multi-input combinational | 4085 | 32840 | 0.8304 |
| timing repair buffer | 396 | 3100 | 0.07840 |
| antenna | 18 | 45.04 | 0.001139 |
| tap | 1176 | 1471 | 0.03721 |
No activity file was given, so power comes from the tool's default toggle rates.
